File: flow/run.sh
#!/bin/bash
# OpenROAD 26Q1-2900-gdf79404cd8, Yosys 0.63+post, stock flow scripts
make -C /OpenROAD-flow-scripts/flow DESIGN_CONFIG=/design/flow/config.mk WORK_HOME=/design/flow/orfs finish
File: flow/config.mk
export PLATFORM = sky130hd
export DESIGN_NAME = ppg
export DESIGN_NICKNAME = ppg
export VERILOG_FILES = /design/flow/design.v
export SDC_FILE = /design/flow/constraint.sdc
export NUM_CORES = 4
export LEC_CHECK = 1
export CORE_AREA = 10 10 76 76
export DIE_AREA = 0 0 86 86
File: flow/constraint.sdc
current_design ppg

set clk_period 8.0
set clk_io_pct 0.2

create_clock -name clk0 -period $clk_period

set non_clock_inputs [all_inputs -no_clocks]
set_input_delay [expr $clk_period * $clk_io_pct] -clock clk0 $non_clock_inputs
set_output_delay [expr $clk_period * $clk_io_pct] -clock clk0 [all_outputs]
File: flow/design.v
package alu_pkg;
    typedef enum logic[3:0] { 
        ADD, 
        SUB, 
        MULT, 
        BITAND, 
        BITOR, 
        BITXOR, 
        FUNCLSL, 
        FUNCLSR, 
        FUNCRL, 
        FUNCRR
    } alu_op_t;
endpackage
interface dut_if(input clk, rst);
    logic [31:0] A, B;
    logic [31:0] data;
    logic valid, ready;
    modport port_in (input clk, rst, A, B, valid, output ready);
    modport port_out (input clk, rst, output valid, data, ready);
endinterface
module ppg (
	output logic [23:0] x, 
	output logic [24:0] x_2, 
	output logic [25:0] x_3, x_4,
	input  logic [23:0] multiplicand
);
	assign   x =  multiplicand;
	assign x_2 =  multiplicand << 1;
	assign x_3 = (multiplicand << 1) + multiplicand;
	assign x_4 =  multiplicand << 2;
endmodule
==> reports/metrics.cfg <==
[power_and_ir_drop]
total_leakage_power_nw = 1.027
clkPwrFrac = 0
p_comb_frac = 1.000
power_density_nw_per_um2 = 78.59
seqPwrFrac = 0
power_switching_w = 0.00006992
switching_share = 0.3600
peakVddDrop_uv = 39.69
p_int_w = 0.0001243

[job]
warnings = 35
drv_cap = 0

[setup_path]
cp.required_ps = 6400
endpoint_kind = primary output
start_kind = input port
path_class = input port to primary output
crit_path_max_fanout = 6
arrival_ps = 4650

[grt]
grt_overflow = 0
antenna_found_initial = 0
grt_pass1_wl_um = 8017
grt_max_degree = 10
grt_use_total = 0.1246
grt_pass1_vias = 1593

[placement]
hpwl_um = 4512
port_buffers = 122
placed_cells = 326
gp_congestion = 0.8544
postPlaceCellArea_sq_um = 2471

[final_timing]
setup_viol = 0
fin_crit_sh = 0.7808
hold_viol_final = 0
whs_ps = 4105
setup-tns-final_ps = 0
report.final.slew_viol_count = 0
rsz0062_at_grt = false
fmax_ghz = 0.1601
period_needed_ps = 6247

[clock_tree]
cts_setup_buffers = 0
cts_hold_buf = 0
cts_resized = 0

[synth]
synth_top_cell_by_count = buf_4
syn_area_sq_um = 1779
synthCells = 232
common_cells = buf_4, ha_1, a21oi_1, nand2_1, xnor2_1
yosys_area_sq_um = 1779
area_leaders = buf_4, ha_1, xnor2_1, a21o_1, a21oi_1
ys_cells = 232
top_area_frac = 0.3249
synth_seq_share = 0
postSynthAreaPerCell_sq_um = 7.669
ys_warn_count = 0
yosys.cell_types.count = 42
yosys.area.top_type = buf_4

[routing]
post-route-drc-count = 0
drt_pre_antenna_iters = 4
final_antenna_net_count = 0
antenna_cells = 0
wl_per_cell_um = 15.14
drt_wl_total_um = 4937
drtIter0Drc = 32
avgViaCountPerCell = 4.920
vias = 1604

[floorplanning]
die_w_um = 86
fp.dieH_um = 86
fp_util = 0.4324
io-pin-count = 125
core-area_sq_um = 4115
rows = 23
die_area_sq_um = 7396

[layout]
stdcell_count = 326
seq_area_sq_um = 0
clkbuf_count = 0
final_util = 0.6005
synthToLayoutAreaGrowth_pct = 38.89
drive_above_1_share = 0.03623
seq_cells = 0
final_cell_area_sq_um = 2471

[run_status]
status = finished clean

[min_path]
hp-class = input port to primary output

==> worst paths after layout <==
| path | from | endpoint | slack [ps] | cells past startpoint |
|---|---|---|---|---|
| max | multiplicand[1] | x_3[19] | 1750 | 11 |
| min | multiplicand[0] | x_4[2] | 4110 | 2 |
==> critical path, cell delays in order <==
cell	delay, ps
clkdlybuf4s50_1	520
ha_1	260
fa_1	400
a21o_1	220
nand3_2	100
a31oi_4	110
a41oi_1	330
o211ai_1	190
a221oi_2	280
xnor2_1	140
clkdlybuf4s50_1	490
==> logic make-up after synthesis <==
family          after synthesis  share of synthesized area
buf+inv                      84                     0.3453
fa+ha+maj                    26                     0.1871
compound gates               59                     0.2525
simple gates                 42                     0.1146
xor+xnor                     20                    0.09845
other cells                   1                   0.002108
==> area by class of cell <==
class,count,area [sq um]
tap,50,62.56
fill,386,1644
timing repair buffer,122,1221
multi-input combinational,150,1172
inverter,4,15.01
==> metrics by stage <==
step	worst slack, ps	total power, W
floorplan	2972	0.0001020
detailed placement	1713	0.0001994
CTS	1700	0.0002003
finish	1753	0.0001942
global placement	1761	0.0001997
global route	1484	0.0002173
==> layer usage <==
layer  GRT usage  share of wire
met1      0.1303           0.36
met2      0.2427           0.54
met3     0.04480           0.10
met4           0              0
met5           0              0
==> power groups by stage <==
stage	sequential, W	combinational, W	clock (W)
CTS	0	0.000200	0
finish	0	0.000194	0
global route	0	0.000217	0
==> layout by cell type (no fill, tap or decap), drive strengths merged, types with 2 or more instances in the layout <==
master / n
a211oi: 3
clkdlybuf4s50: 122
a221oi: 2
o21ai: 6
conb: 3
a21o: 12
a41oi: 2
a21oi: 16
o31ai: 2
xnor2: 14
nor2: 10
nand4: 3
nor3: 2
xor2: 6
o21bai: 5
nand2: 14
a31oi: 4
nand3: 4
ha: 25
nor2b: 5
inv: 4
Power figures rest on the tool's default switching activity, not on a simulated workload.
