<file path="design/flow/run.sh">
#!/bin/bash
# OpenROAD 26Q1-2900-gdf79404cd8, Yosys 0.63+post, stock flow scripts
make -C /OpenROAD-flow-scripts/flow DESIGN_CONFIG=/design/flow/config.mk WORK_HOME=/design/flow/orfs finish
</file>
<file path="design/flow/config.mk">
export PLATFORM = sky130hd
export DESIGN_NAME = dadda_tree
export DESIGN_NICKNAME = dadda_tree
export VERILOG_FILES = /design/flow/design.v
export SDC_FILE = /design/flow/constraint.sdc
export NUM_CORES = 4
export LEC_CHECK = 1
export CORE_AREA = 10 10 218 218
export DIE_AREA = 0 0 228 228
</file>
<file path="design/flow/constraint.sdc">
current_design dadda_tree

set clk_period 4.6
set clk_io_pct 0.2

create_clock -name clk0 -period $clk_period

set non_clock_inputs [all_inputs -no_clocks]
set_input_delay [expr $clk_period * $clk_io_pct] -clock clk0 $non_clock_inputs
set_output_delay [expr $clk_period * $clk_io_pct] -clock clk0 [all_outputs]
</file>
<file path="design/flow/design.v">
package alu_pkg;
    typedef enum logic[3:0] { 
        ADD, 
        SUB, 
        MULT, 
        BITAND, 
        BITOR, 
        BITXOR, 
        FUNCLSL, 
        FUNCLSR, 
        FUNCRL, 
        FUNCRR
    } alu_op_t;
endpackage
interface dut_if(input clk, rst);
    logic [31:0] A, B;
    logic [31:0] data;
    logic valid, ready;
    modport port_in (input clk, rst, A, B, valid, output ready);
    modport port_out (input clk, rst, output valid, data, ready);
endinterface
module ha (
	output logic sum, cout,
	input  logic a, b
);
	assign sum = a ^ b;
	assign cout = a & b;
endmodule
module fa (
	output logic sum, cout,
	input  logic a, b, cin
);
	logic		tmp_sum;
	logic [1:0] tmp_cout;
	ha ha0 (
		.a(a),
		.b(b),
		.sum(tmp_sum),
		.cout(tmp_cout[0])
	);
	ha ha1 (
		.a(tmp_sum),
		.b(cin),
		.sum(sum),
		.cout(tmp_cout[1])
	);
	assign cout = | tmp_cout;
endmodule
module comp_5_3 (
	output logic cout, tout, sum,
	input  logic a, b, c, d, tin
);
	logic tmp_sum;
	fa fa0 (
		.a(a),
		.b(b),
		.cin(c),
		.sum(tmp_sum),
		.cout(tout)
	);
	fa fa1 (
		.a(tmp_sum),
		.b(d),
		.cin(tin),
		.sum(sum),
		.cout(cout)
	);
endmodule
module dadda_tree (
	output logic [1:0][47:0] lev0,
	input wire logic [8:0][47:0] lev4 
);
	logic [5:0][47:0] lev3;
	logic [3:0][47:0] lev2;
	logic [2:0][47:0] lev1;
	comp_5_3 comp_5_3_level4[11:0] (
		.a   (lev4[0][32:21]),
		.b   (lev4[1][32:21]),
		.c   (lev4[2][32:21]),
		.d   (lev4[3][32:21]),
		.tin (lev4[4][32:21]),
		.sum (lev3[0][32:21]),
		.tout(lev3[1][33:22]),
		.cout(lev3[2][33:22])
	);
	fa fa_level4[11:0] (
		.cin ({lev4[0][35:33], lev4[5][29:24], lev4[0][20:18]}),
		.a   ({lev4[1][35:33], lev4[6][29:24], lev4[1][20:18]}),
		.b   ({lev4[2][35:33], lev4[7][29:24], lev4[2][20:18]}),
		.sum ({lev3[0][35:33], lev3[3][29:24], lev3[0][20:18]}),
		.cout({lev3[1][36:34], lev3[4][30:25], lev3[1][21:19]})
	);
	ha ha_level4[14:0] (
		.a   ({
			lev4[0][37:36],	lev4[3][34:33],
			lev4[5][31:30],	lev4[5][23:21],
			lev4[3][20:18],	lev4[0][17:15]
		}),
		.b   ({
			lev4[1][37:36],	lev4[4][34:33],
			lev4[6][31:30],	lev4[6][23:21],
			lev4[4][20:18],	lev4[1][17:15]
		}),
		.sum ({
			lev3[0][37:36],	lev3[3][34:33],
			lev3[3][31:30],	lev3[3][23:21],
			lev3[3][20:18],	lev3[0][17:15]
		}),
		.cout({
			lev3[1][38:37],	lev3[4][35:34],
			lev3[4][32:31],	lev3[4][24:22],
			lev3[4][21:19],	lev3[1][18:16]
		})
	);
	assign {lev3[5][47:39], lev3[4][47:39], 
			lev3[3][47:39], lev3[2][47:39],
			lev3[1][47:39], lev3[0][47:39]} = 
		   {lev4[5][47:39], lev4[4][47:39],
		    lev4[3][47:39], lev4[2][47:39],
			lev4[1][47:39], lev4[0][47:39]};
	assign {lev3[5][38], lev3[4][38], lev3[3][38],
			lev3[2][38], lev3[0][38]} = 
		   {lev4[4][38], lev4[3][38], lev4[2][38],
		   	lev4[1][38], lev4[0][38]};
	assign {lev3[5][37:36], lev3[4][37:36],
			lev3[3][37:36], lev3[2][37:36]} = 
		   {lev4[5][37:36], lev4[4][37:36],
		    lev4[3][37:36], lev4[2][37:36]};
	assign {lev3[5][35], lev3[3][35], lev3[2][35]} = 
		   {lev4[5][35], lev4[4][35], lev4[3][35]};
	assign {lev3[5][34], lev3[5][33], lev3[5][32],
			lev3[2][34], lev3[4][33], lev3[3][32]} = 
		   {lev4[6][34:32], lev4[5][34:32]};
	assign 	lev3[5][31:22] = {lev4[7][31:30], 
			lev4[8][29:24], lev4[7][23:22]};
	assign {lev3[5][21], lev3[2][21]} = 
		   {lev4[8][21], lev4[7][21]};
	assign {lev3[5][20:19], lev3[2][20:19]} = 
		   {lev4[6][20:19], lev4[5][20:19]};
	assign {lev3[5][18], lev3[4][18], lev3[2][18]} =  
		   {lev4[7][18], lev4[6][18], lev4[5][18]};
	assign {lev3[5][17:15], lev3[4][17:15],
			lev3[3][17:15], lev3[2][17:15]} = 
		   {lev4[5][17:15], lev4[4][17:15],
		    lev4[3][17:15], lev4[2][17:15]};
	assign  lev3[1][15]	= lev4[6][15];
	assign {lev3[5][14:0], lev3[4][14:0],
			lev3[3][14:0], lev3[2][14:0],
			lev3[1][14:0], lev3[0][14:0]} = 
		   {lev4[5][14:0], lev4[4][14:0],
		    lev4[3][14:0], lev4[2][14:0],
			lev4[1][14:0], lev4[0][14:0]};
	comp_5_3 comp_5_3_level3[23:0] (
		.a   (lev3[0][38:15]),
		.b   (lev3[1][38:15]),
		.c   (lev3[2][38:15]),
		.d   (lev3[3][38:15]),
		.tin (lev3[4][38:15]),
		.sum (lev2[0][38:15]),
		.tout(lev2[1][39:16]),
		.cout(lev2[2][39:16])
	);
	fa fa_level3[5:0] (
		.cin ({lev3[0][41:39], lev3[0][14:12]}),
		.a   ({lev3[1][41:39], lev3[1][14:12]}),
		.b   ({lev3[2][41:39], lev3[2][14:12]}),
		.sum ({lev2[0][41:39], lev2[0][14:12]}),
		.cout({lev2[1][42:40], lev2[1][15:13]})
	);
	ha ha_level3[9:0] (
		.a   ({
			lev3[0][43:42],	lev3[3][40:39],
			lev3[3][14:12],	lev3[0][11:9]
		}),
		.b   ({
			lev3[1][43:42], lev3[4][40:39],
			lev3[4][14:12],	lev3[1][11:9]
		}),
		.sum ({
			lev2[0][43:42],	lev2[2][40],
			lev2[3][39],    lev2[2][14:12],
			lev2[0][11:9]
		}),
		.cout({
			lev2[1][44:43],	lev2[3][41:40],
			lev2[3][15:13],	lev2[1][12:10]
		})
	);
	assign {lev2[3][47:45], lev2[2][47:45],
			lev2[1][47:45], lev2[0][47:45]} = 
		   {lev3[3][47:45], lev3[2][47:45],
		    lev3[1][47:45], lev3[0][47:45]};
	assign {lev2[3][44], lev2[2][44], lev2[0][44]} = 
		   {lev3[2][44], lev3[1][44], lev3[0][44]};
	assign {lev2[3][43:42], lev2[2][43:42]} = 
		   {lev3[3][43:42], lev3[2][43:42]};
	assign  lev2[2][41] = lev3[3][41];
	assign {lev2[3][38:16],	lev2[2][15]} = 
			lev3[5][38:15];
	assign  lev2[3][12] = lev3[5][12];
	assign {lev2[3][11:9], lev2[2][11:9]} = 
		   {lev3[3][11:9], lev3[2][11:9]};
	assign  lev2[1][9] = lev3[4][9];
	assign {lev2[3][8:0], lev2[2][8:0],
		    lev2[1][8:0], lev2[0][8:0]} = 
		   {lev3[3][8:0], lev3[2][8:0],
		    lev3[1][8:0], lev3[0][8:0]};
	fa fa_level2[35:0] (
		.cin (lev2[0][44:9]),
		.a   (lev2[1][44:9]),
		.b   (lev2[2][44:9]),
		.sum (lev1[0][44:9]),
		.cout(lev1[1][45:10])
	);
	ha ha_level2[4:0] (
		.a   ({lev2[0][46:45], lev2[0][8:6]}),
		.b   ({lev2[1][46:45], lev2[1][8:6]}),
		.sum ({lev1[0][46:45], lev1[0][8:6]}),
		.cout({lev1[1][47:46], lev1[1][9:7]})
	);
	assign {lev1[2][47], lev1[0][47]} =
		   {lev2[1][47], lev2[0][47]};
	assign  lev1[2][46:6] = {lev2[2][46:45],
			lev2[3][44:9], lev2[2][8:6]};
	assign  lev1[1][6] = lev2[3][6];
	assign {lev1[2][5:0], lev1[1][5:0], lev1[0][5:0]} = 
		   {lev2[2][5:0], lev2[1][5:0], lev2[0][5:0]};
	logic last_cout;  
	fa fa_level1[41:0] (
		.cin (lev1[0][47:6]),
		.a   (lev1[1][47:6]),
		.b   (lev1[2][47:6]),
		.sum (lev0[0][47:6]),
		.cout({last_cout, lev0[1][47:7]})
	);
	ha ha_level1[2:0] (
		.a   (lev1[0][5:3]),
		.b   (lev1[1][5:3]),
		.sum (lev0[0][5:3]),
		.cout(lev0[1][6:4])
	);
	assign lev0[1][3] = lev1[2][3];
	assign lev0[1][2:0] = lev1[1][2:0];
	assign lev0[0][2:0] = lev1[0][2:0];
endmodule
</file>
==> flow_metrics.py <==
# Synthesis and PnR figures
metrics = {
    "sta": {
        "max_freq_mhz": 190,
        "tightest_slew_ns": 0.260,
        "rsz0062_at_grt": "true",
        "finalHoldViolations": 0,
        "timing.slew.headroom": 0.826,
        "slew_viol_final": 0,
        "fin_crit_ns": 5.25,
        "finalSetupViolations": 32,
        "period_used_share": 1.14,
        "setup_ws_ns": -0.651,
    },
    "floorplan": {
        "rows": 76,
        "die-area_sq_um": 52000,
        "io_pins": 528,
        "core-area_sq_um": 42900,
        "die_w_microns": 228,
        "die.size.y_microns": 228,
        "fp_util": 0.126,
    },
    "yosys": {
        "synth_cell_types": 5,
        "ys_sh_simple": 0,
        "ys_sh_xor": 0.00442,
        "mux_area_frac": 0,
        "logic_family": "adder cells",
        "yosysWarnings": 0,
        "avgSynthCellArea_sq_um": 10.1,
        "fa_ha_area_frac": 0.698,
        "aoi_share": 0,
        "yosys_cells": 532,
        "synth_seq_share": 0,
        "synthCells": 532,
        "ys_area_sq_um": 5380,
        "synth_area_sq_um": 5380,
    },
    "worst_hold_path": {
        "holdCritPathClass": "in2out",
    },
    "critical_path": {
        "arrival_ns": 4.33,
        "path_class": "in2out",
        "cp-end-kind": "output port",
        "path_max_fanout": 1,
        "critical_path_required_ns": 3.68,
        "critPathLaunchType": "primary input",
    },
    "power_and_ir_drop": {
        "internal_power_uw": 1410,
        "pwr-share-clk": 0,
        "p_switching_uw": 1110,
        "power_uw": 2520,
        "seqPwrFrac": 0,
        "ir_drop_mv": 0.189,
        "p_leak_uw": 0.00411,
        "power.share.combinational": 1.000,
        "p_sw_frac": 0.439,
        "power_density_nw_per_um2": 285,
    },
    "job": {
        "maxCapViolations": 0,
        "warnings": 202,
    },
    "route": {
        "viasPerCell": 3.00,
        "first_pass_iters": 4,
        "drtIter0Drc": 78,
        "vias": 4103,
        "routed_wl_microns": 22900,
        "avgRoutedWirePerCell_microns": 16.7,
        "drc": 0,
        "ant_nets": 0,
    },
    "grt": {
        "grt_pass1_wl_microns": 32900,
        "grt_antenna_before_repair": 3,
        "grt_usage": 0.0883,
        "grt_start_max_net_pins": 2,
        "overflow": 0,
        "grt_pass1_vias": 5041,
    },
    "layout": {
        "flop_area_sq_um": 0,
        "flops": 0,
        "drive_above_1_share": 0.266,
        "lay_top_cells": "clkdlybuf4s50_1 (229), inv_1 (181), fa_1 (112)",
        "final_layout_top_logic_cell": "clkdlybuf4s50_1",
        "utilization": 0.206,
        "area.growth.synth_to_final_pct": 64.2,
        "nClkBuffers": 0,
    },
    "status": {
        "violations": "setup timing",
        "status": "complete, but fails checks",
    },
    "clock_tree": {
        "hold_buffers": 0,
        "post_cts_buffers": 0,
    },
    "place": {
        "routabilityCongestion": 0.923,
        "numPortBuffers": 347,
        "dp_hpwl_microns": 22400,
    },
}
layout make-up:
class / count / area [sq um]
fill: 4694 / 34000
multi-input combinational: 201 / 3960
timing repair buffer: 347 / 3260
inverter: 235 / 885
tap: 585 / 732
antenna: 1 / 2.50
synthesized netlist by cell type:
master	instances	area, sq um
inv_1	235	882
buf_4	96	721
fa_1	167	3340
xor3_1	1	23.8
ha_1	33	413
cells by family after synthesis:
kind of cell               count (synthesis)
buffers and inverters                    331
adders and majority gates                200
xor gates and xnor gates                   1
final timing paths:
check | from | to | depth (start not counted)
worst min-delay path | lev4[0] | lev0[0] | 0
worst max-delay path | lev4[122] | lev0[26] | 10
power by group through the flow:
stage | Sequential (uW) | Clock, uW | Combinational [uW]
finish | 0 | 0.0000291 | 2520
global route | 0 | 0.0000291 | 2890
CTS | 0 | 0 | 2550
layer usage:
metal,wire length (microns),vias to the layer above,global-route usage
li1,-,1802,-
met1,7730,1931,0.0889
met2,11300,350,0.157
met3,3560,16,0.0539
met4,343,4,0.0104
met5,26,-,0
per-stage QoR:
stage	TNS [ns]	setup WS, ns	hold WS, ns	instance area (sq um)	std cells
finish	-11.87	-0.651	1.84	8840	1369
global route	-14.46	-0.725	1.84	8840	1369
CTS	-15.64	-0.776	1.84	8720	1368
detailed placement	-48.34	-1.56	1.84	8900	1368
global placement	-48.26	-1.59	1.84	8900	1368
floorplan	-5.46	-0.314	1.91	5410	532
worst max-delay path, cell delays in order:
cell	delay [ns]
buf_6	0.09
fa_2	0.63
fa_1	0.44
inv_2	0.07
fa_1	0.44
fa_1	0.53
inv_2	0.04
fa_1	0.47
fa_2	0.57
buf_2	0.12
what timing repair did:
action / in CTS / in global routing
pin swaps: 126 / 95
resized: 484 / 49
setup endpoints to repair: 51 / 41
Power figures rest on the tool's default switching activity, not on a simulated workload.
