### flow/config.mk
export PLATFORM = sky130hd
export DESIGN_NAME = bs
export DESIGN_NICKNAME = bs
export VERILOG_FILES = /design/flow/design.v
export SDC_FILE = /design/flow/constraint.sdc
export NUM_CORES = 4
export LEC_CHECK = 1
export CORE_AREA = 10 10 92 92
export DIE_AREA = 0 0 102 102
### flow/constraint.sdc
current_design bs

set clk_period 4.9
set clk_io_pct 0.2

create_clock -name clk0 -period $clk_period

set non_clock_inputs [all_inputs -no_clocks]
set_input_delay [expr $clk_period * $clk_io_pct] -clock clk0 $non_clock_inputs
set_output_delay [expr $clk_period * $clk_io_pct] -clock clk0 [all_outputs]
### flow/design.v
package alu_pkg;
    typedef enum logic[3:0] { 
        ADD, 
        SUB, 
        MULT, 
        BITAND, 
        BITOR, 
        BITXOR, 
        FUNCLSL, 
        FUNCLSR, 
        FUNCRL, 
        FUNCRR
    } alu_op_t;
endpackage
interface dut_if(input clk, rst);
    logic [31:0] A, B;
    logic [31:0] data;
    logic valid, ready;
    modport port_in (input clk, rst, A, B, valid, output ready);
    modport port_out (input clk, rst, output valid, data, ready);
endinterface
module bs (
	output logic [28:0] pp,
	input  logic [23:0] x,
	input  logic [24:0] x_2,
	input  logic [25:0] x_3, x_4,
	input  logic ai, bi, ci, di, 
	input  logic ni, ni_prev
);
	always @(
		ai, bi, ci, di, ni, ni_prev, 
		x, x_2, x_3, x_4
	) begin
		case ({ai, bi, ci, di, ni})
			5'b00000 : pp[28:3] =  26'b0;
			5'b10000 : pp[28:3] =  x;
			5'b01000 : pp[28:3] =  x_2;
			5'b00100 : pp[28:3] =  x_3; 
			5'b00010 : pp[28:3] =  x_4;
			5'b00011 : pp[28:3] = ~x_4;
			5'b00101 : pp[28:3] = ~x_3;
			5'b01001 : pp[28:3] = ~x_2;
			5'b10001 : pp[28:3] = ~x;
			default  : pp[28:3] =  26'b0; 
		endcase
		pp[2:0] = {2'b0, ni_prev};
	end
endmodule
### flow/run.sh
#!/bin/bash
# OpenROAD 26Q1-2900-gdf79404cd8, Yosys 0.63+post, stock flow scripts
make -C /OpenROAD-flow-scripts/flow DESIGN_CONFIG=/design/flow/config.mk WORK_HOME=/design/flow/orfs finish
==> impl_metrics.py <==
# Metrics from the implementation run
metrics = {
    "place": {
        "port_buffers": 132,
        "place.gp.congestion": 0.8216,
        "dp.cells": 387,
        "hpwl_um": 5195,
    },
    "routing": {
        "dr.pass1.iters": 4,
        "drtIter0Drc": 46,
        "met2_length_um": 2804,
        "top_layer_used": "met3",
        "ant_nets": 0,
        "antennaDiodeCount": 0,
        "wl_met1_um": 2809,
        "wl_per_cell_um": 16.21,
        "drc": 0,
        "dr_wl_met3_um": 658,
        "num_vias": 1806,
        "routed_via_density": 4.667,
        "routed_wirelength_um": 6272,
    },
    "cells_and_area": {
        "logic_area_um2": 1446,
        "fin_cells": 387,
        "seqCellArea_um2": 0,
        "drive_above_1_share_pct": 4.194,
        "ff_count": 0,
        "nClkBuffers": 0,
        "area_delta_synth_final_pct": 88.65,
        "fill_cells": 648,
    },
    "floorplanning": {
        "die_h_um": 102,
        "fp_util_pct": 24.23,
        "die_w_um": 102,
        "rows": 29,
        "die_area_um2": 10400,
        "ios": 136,
        "core_area_um2": 6459,
    },
    "run": {
        "warnings": 32,
        "maxCapViolCount": 0,
    },
    "grt": {
        "grt_max_degree": 45,
        "grt_usage_pct": 11.21,
        "grt_antenna_before_repair": 0,
        "grt_overflow": 0,
        "grt_pass1_wl_um": 9666,
        "grt_pass1_vias": 1885,
    },
    "power_and_ir_drop": {
        "peakVddDrop_uv": 30.34,
        "power.leakage_uw": 0.001017,
        "power.density_nw_per_um2": 80.72,
    },
    "timing": {
        "finalCritPeriodShare_pct": 86.89,
        "rsz0062_at_grt": "false",
        "setup_viol": 0,
        "final.setup.tns_ns": 0,
        "hold_viol": 0,
        "slew_violations": 0,
        "fmax_ghz": 0.2349,
        "tightest_slew_ns": 0.5291,
        "max_slew_margin_pct": 64.73,
        "period_needed_ns": 4.258,
    },
    "status": {
        "status": "finished clean",
    },
    "synthesis": {
        "syn_inst": 195,
        "ys_seq_share_pct": 0,
        "synth_chip_area_um2": 1565,
        "yosys_warnings": 1,
        "yosys-stat-cells": 195,
        "synth_cell_types": 24,
        "syn_avg_cell_area_um2": 8.027,
        "syn-cell-area_um2": 1565,
    },
    "worst_setup_path": {
        "worst_setup_path_end_kind": "output port",
        "crit_arrival_ns": 3.28,
        "worstPathCellList": "clkdlybuf4s50_1 -> or4b_1 -> buf_4 -> buf_4 -> o221ai_1 -> clkdlybuf4s50_1",
        "cp_slowest_cell": "clkdlybuf4s50_1",
        "cpPeakStageDelay_ns": 0.73,
        "startpoint_type": "primary input",
        "cp_max_fo": 13,
        "critPathRequiredTime_ns": 3.92,
        "path_class": "in -> out",
    },
    "clocking": {
        "post-cts-setup-buffers": 0,
        "cts-resized-gates": 0,
        "holdBufCountCts": 0,
    },
    "hold_path": {
        "hp-class": "in -> out",
    },
}
-- cell families after synthesis --
| kind of cell | count (synthesis) | synth area share (%) |
|---|---|---|
| and+or+nand+nor | 13 | 8.074 |
| AOI/OAI and AO/OA | 55 | 28.46 |
| xor gates and xnor gates | 97 | 54.28 |
| buffers and inverters | 29 | 8.953 |
| other | 1 | 0.2396 |
-- cell type report --
class	count	area share, %
Tap cell	77	3.263
Inverter	1	0.1271
Multi-Input combinational cell	167	48.98
Timing Repair Buffer	142	47.63
-- report_power, final --
part           leakage [uW]  total, uW  internal [uW]  switching (uW)
logic               0.00102        238            158            80.7
registers                 0          0              0               0
clock network             0          0              0               0
-- metal layers --
layer,vias up,GRT usage (%)
met1,785,14.88
met4,0,0
met5,-,0
li1,942,-
met2,79,18.12
met3,0,4.090
-- stage by stage --
stage,worst slack (ns),util [%],total power (uW),instance area (um^2),hold slack (ns)
6_report,0.6422,45.72,238.3,2953,1.960
5_1_grt,0.5232,45.72,260.9,2953,1.960
4_1_cts,0.6356,45.72,241.5,2953,1.960
3_5_place_dp,0.6461,45.72,240.1,2953,1.960
3_3_place_gp,0.6508,45.72,239.4,2953,1.960
2_1_floorplan,1.843,-,104.4,1569,2.007
-- worst max-delay path, delay by kind of cell --
kind / cells / cell delay [ns]
AND-OR/OR-AND: 1 / 0.17
buffers and inverters: 4 / 1.64
AND/OR/NAND/NOR: 1 / 0.48
-- worst paths after layout --
path | startpoint | to | slack (ns) | depth (start not counted)
max | di | pp[13] | 0.64 | 6
min | ni_prev | pp[0] | 1.96 | 0
-- cell usage after synthesis (all sizes together) (2+ instances only) --
master / number / area (um^2)
buf: 20 / 106.4
a22oi: 24 / 180.2
clkbuf: 8 / 30.03
xor2: 49 / 429.2
nor4bb: 3 / 30.03
xnor2: 48 / 420.4
o221ai: 24 / 210.2
nor4b: 4 / 47.55
nor2b: 2 / 12.51
or4b: 2 / 20.02
-- placed cells by master, fill, tap and decap left out --
cell	synthesis	final
a211oi_1	1	1
a221oi_1	1	1
a22oi_1	24	24
a31oi_1	1	1
and3b_1	1	1
buf_12	0	1
buf_4	3	10
clkdlybuf4s50_1	0	131
conb_1	1	2
inv_1	1	1
nand3b_1	1	1
nor2b_1	2	2
nor4b_1	2	2
nor4b_4	0	2
nor4bb_1	3	3
o211ai_1	1	1
o21ai_0	1	1
o221a_1	1	1
o221ai_1	24	24
o32ai_1	1	1
or4b_1	2	2
xnor2_1	48	48
xor2_1	49	49
Power and IR drop assume default switching activity.
